===== flow/constraint.sdc =====
current_design SymbolsCounter

set clk_period 301.5
set clk_io_pct 0.2

create_clock -name clk0 -period $clk_period [get_ports {clock}]

set non_clock_inputs [all_inputs -no_clocks]
set_input_delay [expr $clk_period * $clk_io_pct] -clock clk0 $non_clock_inputs
set_output_delay [expr $clk_period * $clk_io_pct] -clock clk0 [all_outputs]

===== flow/design.v =====
`timescale 1ns / 1ps
module SingleCount
#(
    parameter S_WIDTH = 8  
)(
    input mode,  
    input [S_WIDTH-1:0]alphabet_symbol,  
    input [S_WIDTH-1:0]symbol_in,  
    input [7:0]symbol_cnt_in,  
    output [7:0]symbol_cnt_out  
);
assign symbol_cnt_out = mode && (alphabet_symbol == symbol_in) ? symbol_cnt_in + 1 : symbol_cnt_in;
endmodule
`timescale 1ns / 1ps
module SymbolsCounter
#(
    parameter S_WIDTH = 8  
)(
    input clock,  
    input reset,  
    input start,  
    input mode,  
    input end_flag,  
    input [S_WIDTH-1:0]symbol_in,  
    output reg [7:0]count_array,  
    output reg [S_WIDTH-1:0]symbol_out,  
    output ready_out  
);
reg [S_WIDTH-1:0]alphabet_memory[255:0];  
reg [7:0]alphabet_counter = 0;  
reg [15:0]ready_cnt = 1;  
reg ready = 0;
reg [7:0]result_memory[255:0];  
reg [7:0]result_counter = 1;
reg [7:0]output_counter = 0;
parameter S1 = 4'h01, S2 = 4'h02, S3 = 4'h03, S4 = 4'h04;
reg [2:0] state;
wire [S_WIDTH-1:0]memory_write;  
wire [7:0]result_write[255:0];  
assign memory_write = symbol_in;
integer i = 0;
initial
    begin
    alphabet_counter <= 0;
    state <= S1;
    ready <= 0;
    for(i = 0; i < 256; i = i + 1)
    begin
        alphabet_memory[i] <= 0;
        result_memory[i] <= 0;
    end
end
always @(posedge clock)
begin
    if(reset == 1'b1)  
    begin
        result_counter <= 0;
        alphabet_counter <= 0;
        output_counter <= 0;
        ready <= 0;
        state <= S1;
        for(i = 0; i < 256; i = i + 1)
        begin
            result_memory[i] <= 0;
            alphabet_memory[i] <= 0;
        end
    end
    else  
    begin
        case(state)
        S1:
            begin
                if(start == 1'b1) state <= S2; else state <= S1;
            end
        S2:
            begin
                ready <= 0;
                state <= S3;
            end        
        S3:
            begin
                if (end_flag != 1'b1)
                begin
                    case(mode)
                        0: 
                        begin  
                            alphabet_memory[alphabet_counter] <= memory_write;
                            alphabet_counter <= alphabet_counter + 1;
                            result_counter <= alphabet_counter + 1;
                        end
                        1: 
                        begin  
                            for(i = 0; i < result_counter; i = i + 1)
                            begin
                                result_memory[i] <= result_write[i];
                            end
                        end
                    endcase
                end
                else  
                begin
                    if(result_counter > 0)
                    begin
                        count_array <= result_memory[output_counter];
                        symbol_out <= alphabet_memory[output_counter];
                        result_counter <= result_counter - 1;
                        output_counter <= output_counter + 1;
                    end
                    else
                    begin
                        result_counter <= output_counter;
                        output_counter <= 0;
                    end
                end
                ready <= 1;
                state <= S4;
            end
        S4:
            begin
                if(start == 1'b0) state <= S1; else state <= S4;
            end
        endcase
    end
end
assign ready_out = ready;  
genvar j;
generate for (j=0; j<256; j=j+1)
    begin: counter_loop
    SingleCount #(.S_WIDTH(S_WIDTH)) counter_step_0 (
        .mode(mode),
        .alphabet_symbol(alphabet_memory[j]),
        .symbol_in(symbol_in),
        .symbol_cnt_in(result_memory[j]),
        .symbol_cnt_out(result_write[j])
    );
    end
endgenerate
endmodule

===== flow/config.mk =====
export PLATFORM = sky130hd
export DESIGN_NAME = SymbolsCounter
export DESIGN_NICKNAME = SymbolsCounter
export VERILOG_FILES = /design/flow/design.v
export SDC_FILE = /design/flow/constraint.sdc
export NUM_CORES = 4
export LEC_CHECK = 1
export CORE_UTILIZATION = 50
export SYNTH_HDL_FRONTEND = slang

===== flow/run.sh =====
#!/bin/bash
# OpenROAD 26Q1-2900-gdf79404cd8, Yosys 0.63+post, stock flow scripts
make -C /OpenROAD-flow-scripts/flow DESIGN_CONFIG=/design/flow/config.mk WORK_HOME=/design/flow/orfs finish

==> summary.txt <==
fresh numbers from the pnr run: fraction of final layout cells sized beyond drive strength 1 13.9%, Root Driver clkbuf_16, Critical Path Source mode, final slew viol count 0, global route overflow 0, vias 166,000, fin area 262,000 µm², tool warning count 46, clock share of power 41.8%, total global-route track usage 40.3%, vias in the first global route 165,000, Max Clock Skew 0.0777 ns, Pwr Density 5.25 nW/µm², initial antenna violation count 110, Top FF cell, synth edfxtp_1, worst-path maximum fanout 22, # DRC 0, final hold violations 0, Synth Warn # 0, IO Pins 30, VDD IR-drop max 0.00513 mV, clock period minus worst slack 64.89 ns, TritonRoute pass-1 iters 8, CP Cell Sequence clkdlybuf4s50_1 > buf_4 > nand2_2 > buf_4 > a2111oi_4 > buf_4 > nand2b_1 > nor2_2 > o21ai_1 > o41ai_2, Core Util at FP 50.4%, status finished, final reports clean, Fin Hold WS 0.436 ns, DRT iter0 DRCs 14,700, Vias/cell 6.37, worst relative slew slack 4.67%, CTS H-tree depth 5, Sequential Power Share 50.2%, top post-synthesis cells by count edfxtp_1 (4,104), and3_1 (2,507), xor2_1 (2,260), nor2_1 (2,135), xnor2_1 (1,330), Die Y 692 µm, first-pass GRT wire length 1,250,000 µm, filler cell count 38,200, Critical Path AT 65.57 ns, Switching Share 24.9%, Seq/Total Area, Yosys 52.0%, CTS Buf Count 466, routability congestion estimate 1.05, synthesis-to-layout area growth 10.2%, worst-case clock buffer depth 4, postcts setup bufs 0, placed cell areas 247,000 µm², Resize count post-CTS 0, crit-path leading delay family AND-OR/OR-AND gates, largest net degree at the start of global routing 145, placed insts 25,200, Late-Pin Clk Latency 1.09 ns, TNS Setup 0 ns, distinct lib cells 88, startpoint types input pin, syn avg cell area 12.0 µm², cell count after synthesis 19,800, top-count cell post-synth edfxtp_1, wire per inst 34.0 µm, worst-margin pin slew 1.42 ns, fmax 0.0154 GHz, core area 472,000 µm², Top-area cell share 51.8%, yosys cell count 19,800, WL final 889,000 µm, area leader, netlist edfxtp_1, post-DP HPWL 628,000 µm, fin cells 26,200, Worst EP required 302.17 ns, MI comb area 108,000 µm², Buffers on Ports 29, Metal-1 WL 308,000 µm, cts hold-fix bufs 0, Main area contributors edfxtp_1 (52%), mux4_2 (9.1%), xor2_1 (8.3%), FF/Latch Area 124,000 µm², Tcrit/Tclk final 21.5%, reg2reg start output_counter[0], Post-Syn Area 238,000 µm², CP max stage delay 0.99 ns, Sink Count 4,133, max layer used met5, Die Wd 692 µm, internal power 0.00103 W, routed wl met3 158,000 µm, cell row count 252, max-cap violation count 0, antenna-violating nets left 0, Slowest cell on crit path o41ai_2, Hold Crit Start state[2], Leakage 95.9 nW, Psw 0.000343 W, routed wl met2 363,000 µm, unrepaired setup endpoints after global routing false, logic gate share of total power 7.9%, cell mode on critical path buf_4, Setup CP Type input pin to register, die area 479,000 µm², Post-synth EDFFs 4,104, HP Class register to register, FFs w/ async S/R, synth 0%, Clk pin slew, worst setup/hold paths 0.06 ns, Post-synth regs 4,133, Critical Path Sink Type register, final setup violation count 0, YS chip area 238,000 µm², CTS tree built, Crit path buffers/inverters 4
registers in the layout, summed over array words and instances (netlist names):
name,flops
ready_out,1
count_array,8
symbol_out,8
alphabet_memory,2048
alphabet_counter,8
state,4
output_counter,8
result_memory,2040
result_counter,8
per-stage QoR:
stage | total power [W] | utilization [%] | setup slack (ns)
floorplan | 0.000764 | - | 238.11
global placement | 0.000808 | 52.2 | 235.83
detailed placement | 0.000808 | 52.2 | 235.78
CTS | 0.00138 | 55.4 | 236.90
global route | 0.00141 | 55.5 | 236.51
finish | 0.00138 | 55.5 | 236.61
layout make-up:
| class | instances | area share [%] |
|---|---|---|
| Sequential cell | 4133 | 47.2 |
| Multi-Input combinational cell | 13900 | 41.3 |
| Clock buffer | 568 | 4.63 |
| Tap cell | 6223 | 2.97 |
| Timing Repair Buffer | 807 | 2.46 |
| Clock inverter | 295 | 1.13 |
| Inverter | 104 | 0.163 |
| Antenna cell | 105 | 0.100 |
layer usage:
metal	global-route usage [%]	vias to the layer above
met5	3.92	-
met4	19.6	130
li1	-	72600
met3	29.5	2121
met2	50.8	9037
met1	53.6	82600
worst min-delay path: stages, from the launching register on:
cell and delay, ns:
dfxtp_1 0.29, inv_1 0.06, nor2_1 0.04
final timing paths:
kind / slack, ns / depth (start not counted) / end
max: 236.61 / 10 / result_memory[96][1]
min: 0.44 / 2 / state[3]
max reg2reg: 294.45 / 10 / symbol_out[3]
min reg2reg: 0.44 / 2 / state[3]
kinds of logic after synthesis:
group / count (synthesis) / synth area share, %
AOI/OAI and AO/OA: 1058 / 3.20
xor gates and xnor gates: 3590 / 13.2
adders and majority gates: 263 / 1.38
buffers and inverters: 1722 / 3.10
DFF: 4133 / 52.0
muxes: 1354 / 10.8
and+or+nand+nor: 7654 / 16.3
placed cells by master, fill, tap and decap left out, drive strengths merged, types with 24 or more instances in the layout:
cell type	n
a2111oi	31
a211oi	47
a21oi	169
a221oi	74
a22oi	68
a41o	36
and2	24
and3	2507
buf	787
bufinv	49
clkbuf	568
clkinv	222
dfxtp	29
diode	105
edfxtp	4104
ha	263
inv	119
mux2	33
mux2i	358
mux4	963
nand2	952
nand2b	28
nand3	1140
nand4	250
nor2	2139
nor2b	155
nor3	93
nor4	270
o2111ai	26
o211ai	30
o21ai	193
o221ai	32
o22ai	57
o41ai	133
or2	54
xnor2	1330
xor2	2260
power by group through the flow:
stage                 clock, W  combinational [W]  sequential, W
final                 0.000575           0.000109       0.000691
after global routing  0.000601           0.000116       0.000694
after CTS             0.000581           0.000107       0.000690
Power is estimated from default activity; no workload was simulated.
